$ cat /design/flow/design.v
`timescale 1ns / 1ps
module mux_3_bit(
	input [2:0] selector,
	input [7:0] data_input,
	output reg selected_output );
	always @( * )
	begin
		case ( selector )
			3'b000:
			begin
				selected_output = data_input[0];
			end
			3'b001:
			begin
				selected_output = data_input[1];
			end
			3'b010:
			begin
				selected_output = data_input[2];
			end
			3'b011:
			begin
				selected_output = data_input[3];
			end
			3'b100:
			begin
				selected_output = data_input[4];
			end
			3'b101:
			begin
				selected_output = data_input[5];
			end
			3'b110:
			begin
				selected_output = data_input[6];
			end
			3'b111:
			begin
				selected_output = data_input[7];
			end
		endcase
	end
endmodule
`timescale 1ns / 1ps
module mux_3_bit_8_wide(
	input [2:0] selector,
	input [63:0] data_input,
	output [7:0] selected_output );
	mux_3_bit bit_0 (
		.selector(selector),
		.data_input({ data_input[0], data_input[8], data_input[16], data_input[24], data_input[32], data_input[40], data_input[48], data_input[56] }),
		.selected_output(selected_output[0])
	);
	mux_3_bit bit_1 (
		.selector(selector),
		.data_input({ data_input[1], data_input[9], data_input[17], data_input[25], data_input[33], data_input[41], data_input[49], data_input[57] }),
		.selected_output(selected_output[1])
	);
	mux_3_bit bit_2 (
		.selector(selector),
		.data_input({ data_input[2], data_input[10], data_input[18], data_input[26], data_input[34], data_input[42], data_input[50], data_input[58] }),
		.selected_output(selected_output[2])
	);
	mux_3_bit bit_3 (
		.selector(selector),
		.data_input({ data_input[3], data_input[11], data_input[19], data_input[27], data_input[35], data_input[43], data_input[51], data_input[59] }),
		.selected_output(selected_output[3])
	);
	mux_3_bit bit_4 (
		.selector(selector),
		.data_input({ data_input[4], data_input[12], data_input[20], data_input[28], data_input[36], data_input[44], data_input[52], data_input[60] }),
		.selected_output(selected_output[4])
	);
	mux_3_bit bit_5 (
		.selector(selector),
		.data_input({ data_input[5], data_input[13], data_input[21], data_input[29], data_input[37], data_input[45], data_input[53], data_input[61] }),
		.selected_output(selected_output[5])
	);
	mux_3_bit bit_6 (
		.selector(selector),
		.data_input({ data_input[6], data_input[14], data_input[22], data_input[30], data_input[38], data_input[46], data_input[54], data_input[62] }),
		.selected_output(selected_output[6])
	);
	mux_3_bit bit_7 (
		.selector(selector),
		.data_input({ data_input[7], data_input[15], data_input[23], data_input[31], data_input[39], data_input[47], data_input[55], data_input[63] }),
		.selected_output(selected_output[7])
	);
endmodule
$ cat /design/flow/run.sh
#!/bin/bash
# OpenROAD 26Q1-2900-gdf79404cd8, Yosys 0.63+post, stock flow scripts
make -C /OpenROAD-flow-scripts/flow DESIGN_CONFIG=/design/flow/config.mk WORK_HOME=/design/flow/orfs finish
$ cat /design/flow/config.mk
export PLATFORM = sky130hd
export DESIGN_NAME = mux_3_bit_8_wide
export DESIGN_NICKNAME = mux_3_bit_8_wide
export VERILOG_FILES = /design/flow/design.v
export SDC_FILE = /design/flow/constraint.sdc
export NUM_CORES = 4
export LEC_CHECK = 1
export CORE_AREA = 10 10 70 70
export DIE_AREA = 0 0 80 80
$ cat /design/flow/constraint.sdc
current_design mux_3_bit_8_wide

set clk_period 2.7
set clk_io_pct 0.2

create_clock -name clk0 -period $clk_period

set non_clock_inputs [all_inputs -no_clocks]
set_input_delay [expr $clk_period * $clk_io_pct] -clock clk0 $non_clock_inputs
set_output_delay [expr $clk_period * $clk_io_pct] -clock clk0 [all_outputs]
==> reports/results.txt <==
# IOs: 75
GP Congestion: 0.7902
cells along the critical path: dlygate4sd2_1 -> mux4_2 -> a21oi_1 -> nor2_1 -> clkdlybuf4s50_1
synthesized area per cell: 7.757 µm²
ANT nets after route: 0
Finished Core Util: 39.85%
Post-CTS Hold Buffers: 0
# DRC: 0
CP max-delay cell: mux4_2
Overflow after GRT: 0
period utilization: 95.77%
vias in the first global route: 942
initial antenna violation count: 0
P per Cell Area: 153.0 nW/µm²
RSZ-0062 raised after global routing: no
Slew Limit Fails: 0
fmax: 0.3867 GHz
Final Hold Fails: 0
hold endpoint: selected_output[7]
die width: 80 µm
CP Capture Type: output pin
CP max FO: 7
post-synthesis cell type count: 22
fraction of layout cells with a size suffix above 1: 6.993%
setup bufs post-CTS: 0
final wirelength: 2.921 mm
core box area: 3416 µm²
via count: 829
Yosys warning total: 1
Leakage: 0.5332 nW
post-synthesis sequential area ratio: 0%
flop count: 0
overall power: 0.0002083 W
final instance area: 1361 µm²
vias per cell: 4.386
first-pass GRT wire length: 4.554 mm
placed inst area: 1346 µm²
WS Path Type: in -> out
startpoint types: input pin
fin cells: 189
Detailed Place HPWL: 2.582 mm
Final Setup Violations: 0
drt wl/cell: 15.46 µm
Initial Util: 18.17%
drt first pass iters: 4
max cap viols: 0
Slew @ Worst Pin: 292.7 ps
Min Clock Period, post-route: 2586 ps
Flop area: 0 µm²
die height: 80 µm
largest net degree at the start of global routing: 20
Placed Cells: 189
maximum VDD drop: 0.05819 mV
Site Rows: 21
clkbuf count: 0
Yosys Instances: 80
DR iter-0 viols: 21
crit path DAT: 2050 ps
Slew HR: 80.49%
Synth-to-Final Area Change: 119.4%
synthesized netlist cell count: 80
status: completed
worst hold path class: in -> out
Cell Area, Synth: 620.6 µm²
OpenROAD warnings: 32
Diodes inserted: 0
YS chip area: 620.6 µm²
min-delay src: data_input[63]
PortBufs: 75
Max stage delay on crit path: 530 ps
chip area: 6400 µm²
hold path depth: 4
Data required, critical path: 2160 ps
total track usage: 8.647%
==> placed cells by master (no fill, tap or decap) <==
master / netlist / final
mux2i_1: 20 / 20
nand2_1: 2 / 2
o21ai_0: 1 / 1
buf_12: 1 / 1
o22ai_1: 6 / 6
a311oi_1: 1 / 1
mux4_2: 1 / 1
clkbuf_4: 0 / 1
a221oi_2: 0 / 1
nand2b_1: 1 / 1
a221oi_1: 7 / 6
nor2_1: 10 / 10
buf_4: 9 / 3
nor3b_1: 1 / 1
or3_4: 0 / 1
clkdlybuf4s50_1: 0 / 72
a21oi_1: 2 / 2
buf_6: 1 / 1
o22a_1: 6 / 6
nor2b_1: 1 / 1
mux2_2: 1 / 1
nand3b_1: 1 / 1
dlygate4sd2_1: 0 / 2
nor3_1: 1 / 1
==> worst max-delay path: cells and delay by family <==
family,cells,cell delay [ps]
AOI/OAI and AO/OA,1,170
buffers and inverters,2,750
muxes,1,530
and+or+nand+nor,1,60
==> final cells by class <==
class | count | area [µm²]
Multi-Input combinational cell | 63 | 504.2
Fill cell | 349 | 2054
Timing Repair Buffer | 80 | 799.5
Tap cell | 46 | 57.56
==> cells by family (layout without fill, tap and decap cells) <==
| kind of cell | Yosys count | count (layout) | synth area share [%] |
|---|---|---|---|
| simple gates | 18 | 18 | 13.51 |
| compound gates | 23 | 23 | 28.23 |
| mux | 22 | 22 | 37.70 |
| buf+inv | 17 | 80 | 20.56 |
==> metrics by stage <==
stage               TNS (ps)  hold WS, ps  worst slack (ps)
finish                     0         2038             114.3
global route               0         2098             48.75
CTS                        0         2059             54.66
detailed placement     -1145         2057            -151.7
global placement       -1134         2040            -149.8
floorplan                  0         1265             685.2
==> Yosys cell counts, drive strengths merged <==
library cell / instances / area share (%)
nand3b: 1 / 1.2
a311oi: 1 / 1.4
nand2b: 1 / 1.0
o22a: 6 / 8.5
mux2: 1 / 1.8
or3: 1 / 1.0
nor2: 10 / 6.0
buf: 16 / 20
mux4: 1 / 3.6
o22ai: 6 / 6.0
clkbuf: 1 / 0.60
a221oi: 7 / 9.9
mux2i: 20 / 32
nor3: 1 / 0.81
o21ai: 1 / 0.81
a21oi: 2 / 1.6
nand2: 2 / 1.2
nor2b: 1 / 1.0
nor3b: 1 / 1.2
==> how the worst max path moves through the flow <==
stage            from            endpoint  slack, ps  cells past startpoint
4_1_cts   selector[1]  selected_output[0]         50                      6
5_1_grt   selector[0]  selected_output[7]         50                      5
6_report  selector[0]  selected_output[2]        110                      5
==> metal layers <==
layer  track usage [%]  part of all wire [%]
met5                 0                     0
met4                 0                     0
met3             1.932                   7.2
met2             16.45                    52
met1             10.06                    41
==> power breakdown <==
part / total (W) / switching (W) / internal [W]
Clock: 0 / 0 / 0
Sequential: 0 / 0 / 0
Combinational: 0.000208 / 0.0000582 / 0.000150
Total: 0.000208 / 0.0000582 / 0.000150
==> timing repair <==
| item | in CTS | in global routing |
|---|---|---|
| hold endpoints to repair | 0 | 0 |
| resized | 5 | 1 |
| endpoints found under the setup margin | 8 | 6 |
No activity file was given, so power comes from the tool's default toggle rates.
